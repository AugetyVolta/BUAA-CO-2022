### design/flow/config.mk
export PLATFORM = sky130hd
export DESIGN_NAME = vote
export DESIGN_NICKNAME = vote
export VERILOG_FILES = /design/flow/design.v
export SDC_FILE = /design/flow/constraint.sdc
export NUM_CORES = 4
export LEC_CHECK = 1
export CORE_UTILIZATION = 40
### design/flow/constraint.sdc
current_design vote

set clk_period 14.6
set clk_io_pct 0.2

create_clock -name clk0 -period $clk_period

set non_clock_inputs [all_inputs -no_clocks]
set_input_delay [expr $clk_period * $clk_io_pct] -clock clk0 $non_clock_inputs
set_output_delay [expr $clk_period * $clk_io_pct] -clock clk0 [all_outputs]
### design/flow/design.v
`timescale 1ns / 1ps
module vote(
    input [31:0] np,
    input [7:0] vip,
    input vvip,
    output res
    );
	integer cnt=0;
	integer i;
	initial
	cnt=0;
	always@(*)begin
		cnt=0;
		for(i=0;i<32;i=i+1)begin
			if(np[i]==1)
			cnt=cnt+1;
		end
		for(i=0;i<8;i=i+1)begin
			if(vip[i]==1)
			cnt=cnt+4;
		end
		if(vvip==1)
		cnt=cnt+16;
	end
	assign res=(cnt>=32);
endmodule
### design/flow/run.sh
#!/bin/bash
# OpenROAD 26Q1-2900-gdf79404cd8, Yosys 0.63+post, stock flow scripts
make -C /OpenROAD-flow-scripts/flow DESIGN_CONFIG=/design/flow/config.mk WORK_HOME=/design/flow/orfs finish
==> impl_metrics.ini <==
; implementation run metrics
[logic_synthesis]
synthesis.yosys.warnings = 1
netlist_area_um2 = 7540
synthCells = 1021
ys_types = 99
yosys-stat-cells = 1021
synth_seq_share = 0
ys_chip_area_um2 = 7540
average_footprint_of_a_synthesized_cell_um2 = 7.39

[cells_and_area]
layout.cells.most_common_list = buf_4, nand2_1, xnor2_1
final_design_area_no_fill_um2 = 12700
final_cell_count_no_fill = 1743
drive_above_1_share = 0.460
layout_clock_buffers = 0
seqCellArea_um2 = 0
layout.sequential_cells = 0
flow.area_growth_from_synthesis_pct = 68.0
layout_top_cell = buf_4

[global_routing]
grt_overflow = 0
first_pass_grt_wire_length_mm = 35.7
grt_max_degree = 13
first_global_vias = 8150
grt_util_all_layers = 0.216
grt_antenna_before_repair = 0

[detailed_routing]
route.detailed.drc = 0
starting_drt_drc_count = 320
number_of_detailed_routing_iterations_run_before_antenna_repair = 5
totalWireLength_mm = 21.0
drt-vias-per-instance = 5.02
antenna_violating_nets_post_route = 0
wl_per_cell_um = 12.1
detail_route.antenna_diodes = 0
via_count = 8756

[die]
fp_util = 0.414
io_pins = 42
die-height_um = 139
die_width_um = 139
coreArea_um2 = 18200
die_area_um2 = 19400
fp-row-count = 49

[setup_path]
worst_setup_path_start_kind = input port
timing.critical_path.slowest_stage_cell = or4b_1
critical_path_required_ps = 11680
worst-path-max-fanout = 5
worst_setup_path_end_kind = primary output
cpMostUsedCell = buf_4
slowest_delay_ps = 500
worst-path-buf-inv = 25
cp.arrival_ps = 23090
timing.critical_path.max_delay_family = adder cells
critical_path_class = in2out

[timing]
slew_headroom = 0.516
max_clock_freq_mhz = 38.4
grt_setup_unrepaired = yes
min_period_over_period = 1.78
maxSlewViolCount = 0
setup_violations = 1
timing.final.crit_period_ps = 26010
final.setup.worst_slack_ps = -11410
hold_viol = 0
tightestPinTransition_ps = 717

[placed_design]
number_of_instances_in_the_placed_design = 1669
postPlaceCellArea_um2 = 11700
port_buffers = 42
gp_congestion = 0.891
detailedPlace.worstSlack_ps = -12360
detailed_place_hpwl_mm = 16.7

[outcome]
failing_checks = negative setup slack
status = finished with violations

[worst_hold_path]
hold_path.class = in2out

[cts]
cts_hold_buf = 0

[run]
openroad.warnings = 40
timing.max_cap.violations = 0
## Yosys cell counts, types with 5 or more instances
cell / number / area share
clkbuf_1: 31 / 0.015
or3_1: 11 / 0.0091
o21ai_0: 41 / 0.027
a41oi_1: 7 / 0.0081
o211ai_1: 18 / 0.018
xnor3_2: 5 / 0.016
and3_1: 14 / 0.012
a211o_1: 5 / 0.0058
nor3b_1: 5 / 0.0050
nand3_1: 36 / 0.024
inv_1: 37 / 0.018
nor2_1: 74 / 0.037
nor2b_1: 18 / 0.015
o31ai_1: 8 / 0.0080
nor4_1: 10 / 0.0083
xor2_1: 67 / 0.078
nand2_1: 133 / 0.066
or2_2: 9 / 0.0075
a21o_1: 5 / 0.0050
a21oi_1: 47 / 0.031
o22ai_1: 5 / 0.0041
nor3_1: 18 / 0.012
xnor3_1: 18 / 0.054
xnor2_1: 94 / 0.11
mux2_2: 12 / 0.018
nand4_1: 16 / 0.013
o21ai_1: 6 / 0.0040
a211oi_1: 7 / 0.0070
buf_2: 11 / 0.0073
nand3b_1: 8 / 0.0080
a31oi_1: 15 / 0.012
ha_1: 42 / 0.070
o311ai_0: 5 / 0.0058
xnor2_2: 10 / 0.022
and2_1: 13 / 0.011
mux2i_1: 20 / 0.027
xnor2_4: 6 / 0.022
nand2b_1: 17 / 0.014
## cell families (layout without fill, tap and decap cells)
logic type      Yosys count  count (layout)  share of synthesized area
buf+inv                  88             581                     0.0464
fa+ha+maj                42              42                     0.0697
compound gates          230             230                      0.215
simple gates            414             414                      0.279
xor+xnor                214             214                      0.344
mux                      33              33                     0.0463
## metrics by stage
step                hold slack, ps  setup TNS [ps]  utilization
global placement              7120          -12030        0.641
finish                        6840          -11410        0.696
detailed placement            7160          -12360        0.641
floorplan                     6040          -11210            -
global route                  6880          -12540        0.696
CTS                           6790          -11440        0.670
## per-layer routing
metal  routed length [um]  part of all wire  GRT usage
met1                11200              0.53      0.330
met2                 9470              0.45      0.361
met3                  371             0.018    0.00561
met4                   18           0.00086    0.00351
met5                    0                 0          0
## area by class of cell
type,count,area [um2]
fill,1386,5530
inverter,41,169
multi-input combinational,933,8040
tap,229,287
timing repair buffer,540,4180
## worst paths after layout
| check | start | to | slack (ps) | cells past startpoint |
|---|---|---|---|---|
| setup / recovery | np[1] | res | -11410 | 123 |
| hold / removal | vvip | res | 6840 | 6 |
## repair_timing
action / CTS / global route
setup endpoints to repair: 1 / 1
pin swaps: 61 / 79
resized: 46 / 62
buffers inserted: 58 / 18
