File: /design/flow/design.v
`timescale 1ns / 1ps
module VoterPlus(
    input clk,
    input reset,
    input [31:0] np,
    input [7:0] vip,
    input vvip,
    output [7:0] result
    );
	reg [7:0] cnt;
	integer i;
	reg [31:0] np1;
	reg [7:0] vip1;
	reg vvip1;
	always@(posedge clk,posedge reset)begin
		np1=np1|np;
		vip1=vip1|vip;
		vvip1=vvip1|vvip;
		if(reset==1)begin
			cnt=8'b0;
			np1=32'b0;
			vip1=8'b0;
			vvip1=0;
		end
		else begin
			cnt=8'b0;
			for(i=0;i<32;i=i+1)begin
				if(np1[i])begin
					cnt=cnt+8'b1;
				end
			end
			for(i=0;i<8;i=i+1)begin
				if(vip1[i])begin
					cnt=cnt+4*8'b1;
				end
			end
			if(vvip1==1)begin
				cnt=cnt+16*8'b1;
			end
		end
	end
	assign result=cnt;
endmodule
File: /design/flow/run.sh
#!/bin/bash
# OpenROAD 26Q1-2900-gdf79404cd8, Yosys 0.63+post, stock flow scripts
make -C /OpenROAD-flow-scripts/flow DESIGN_CONFIG=/design/flow/config.mk WORK_HOME=/design/flow/orfs finish
File: /design/flow/config.mk
export PLATFORM = sky130hd
export DESIGN_NAME = VoterPlus
export DESIGN_NICKNAME = VoterPlus
export VERILOG_FILES = /design/flow/design.v
export SDC_FILE = /design/flow/constraint.sdc
export NUM_CORES = 4
export LEC_CHECK = 1
export CORE_UTILIZATION = 40
File: /design/flow/constraint.sdc
current_design VoterPlus

set clk_period 10.7
set clk_io_pct 0.2

create_clock -name clk0 -period $clk_period [get_ports {clk}]

set non_clock_inputs [all_inputs -no_clocks]
set_input_delay [expr $clk_period * $clk_io_pct] -clock clk0 $non_clock_inputs
set_output_delay [expr $clk_period * $clk_io_pct] -clock clk0 [all_outputs]
==> impl_metrics.ini <==
; flow metrics
[run_status]
run_status = finished with violations
violations = setup timing

[clocking]
cts.sinks = 49
cts_buffer_depth = 2
cts_buffers = 5
clockRootBuffer = clkbuf_16
ctsHoldBuffers = 0
clkTransAtPathRegs_ns = 0.07
tritoncts = done
htree_levels = 2
insertion_delay_ns = 0.31

[job]
warning_count = 29
max_cap_viol_count = 0

[final_timing]
finalHoldViolations = 0
final.setup.tns_ns = -54.06
rsz0062_at_grt = true
fin_hold_ws_ns = 0.5108
setup_viol = 7
setup_slack_ns = -8.727
finalClockSkew_ns = 0.008835
fin_crit_ns = 19.43
period_used_share = 1.816
slew_headroom = 0.5447
fmax_mhz = 51.48
worstMarginPinSlew_ns = 0.6829
maxSlewViolCount = 0

[critical_path]
cpMostUsedCell = ha_1
cp.arrival_ns = 19.61
cp.depth = 117
worstPathMaxFanout = 3
worst-endpoint-required_ns = 10.89
cp_slowest_cell = ha_1
cp-start-kind = input pin
crit_family = adder cells
max_stage_delay_ns = 0.32
critPathCaptureType = flip-flop
worst-setup-path-type = input pin to flip-flop
cp_num_buf_inv = 7
reg2reg_depth = 116

[synth]
yosys_area_mm2 = 0.008034
edf_count = 0
top_area_frac = 0.1526
yosysWarningCount = 1
ys_types = 94
syn_area_mm2 = 0.008034
syn_inst = 1024
ys.flop_type = dfrtp_1
yosysSeqAreaShare = 0.1526
common_cells = xnor2_1 (124), nand2_1 (111), nor2_1 (107)
yosys-top-cells-area = dfrtp_1 (15%), xnor2_1 (14%), ha_1 (6.2%)
numSynthFlops = 49
synth_top_cell_by_area = dfrtp_1
avgSynthCellArea_um2 = 7.846
most_common_cell = xnor2_1
ys_cells = 1024
async_flop_share = 1.000

[floorplanning]
fp.dieW_um = 143.7
coreArea_mm2 = 0.01959
ios = 51
die_h_um = 143.7
rows = 51
die_area_mm2 = 0.02066
fp_util = 0.4101

[final_layout]
fillCellCount = 1588
syn_to_final_growth_pct = 59.60
post-route-util = 0.6545
drive_gt1_frac = 0.3987

[drt]
drtIter0Drc = 287
n_antenna_cell = 0
ant_nets = 0
wirelength_um = 20770
vias_per_cell = 4.825
first_pass_iters = 4
wl_per_cell_um = 11.77
drc_errors = 0
vias = 8516

[hold_path]
hold_path_depth = 1
hold_class = flip-flop to flip-flop

[global_route]
grt_pass1_vias = 7906
antenna_found_initial = 0
grt-ovfl-total = 0
use_met3 = 0.01663
busiest_layer = met2
met1_usage = 0.3305
grt_max_degree = 50
grt_use_met2 = 0.3401
grt_pass1_wl_um = 35490
track_usage = 0.2126

[placement]
globalplace.congestion = 0.8987
io_buffer_count = 50
place_hpwl_um = 16370

[pwr]
leakage_nw = 5.811
power_w = 0.0003813
ir_drop_mv = 0.05266
power_density_mw_per_mm2 = 29.74
[metal layers]
| metal | vias to the layer above | wire, um |
|---|---|---|
| li1 | 4564 | - |
| met1 | 3859 | 11040 |
| met2 | 83 | 9139 |
| met3 | 10 | 453 |
| met4 | 0 | 143 |
| met5 | - | 0 |
[stage by stage]
step	setup WS (ns)	instance area, um2	cells
final	-8.727	12820	1765
after global routing	-9.987	12820	1765
after CTS	-8.729	12610	1755
after detailed placement	-9.746	12000	1716
after global placement	-9.433	12000	1716
after floorplan	-8.824	8283	1024
[worst reg2reg max path: cells and delay by family (launching register included)]
| kind | cells | cell delay [ns] |
|---|---|---|
| mux | 2 | 0.29 |
| flops | 1 | 0.40 |
| fa+ha+maj | 25 | 6.71 |
| compound gates | 38 | 4.68 |
| simple gates | 29 | 2.68 |
| xor+xnor | 16 | 2.71 |
| buf+inv | 6 | 0.37 |
[power by group]
group | switching, W | total [W] | internal [W]
registers | 0.00000000000000522 | 0.000185 | 0.000185
clock network | 0.0000856 | 0.000173 | 0.0000874
logic | 0.00000807 | 0.0000234 | 0.0000153
[sequential cells by signal (all words and copies together), names as in the netlist]
register  cells
vip1          8
np1          32
cnt           8
vvip1         1
[cells by family after synthesis]
group           Yosys count  synth area share
compound gates          234            0.1975
xor+xnor                211            0.2919
fa+ha+maj                43           0.06603
buf+inv                  92           0.04423
flops                    49            0.1526
mux                      19           0.02476
simple gates            376            0.2230
[final cells by class]
cell class	instances	area, um2	area share
Inverter	76	286.5	0.02235
Tap cell	265	331.6	0.02586
Sequential cell	49	1226	0.09563
Timing Repair Buffer	484	3771	0.2941
Clock inverter	2	15.01	0.001171
Multi-Input combinational cell	883	7063	0.5508
Clock buffer	6	128.9	0.01005
[worst paths after layout]
check	startpoint	end	slack, ns
setup reg to reg	np1[1]	cnt[6]	-7.23
setup / recovery	np[1]	cnt[6]	-8.73
max in group asynchronous	reset	np1[24]	7.90
hold reg to reg	np1[1]	np1[1]	0.51
min in group asynchronous	reset	np1[8]	2.33
hold / removal	np1[1]	np1[1]	0.51
[layout by cell type (no fill, tap or decap), types with 8 or more instances in the layout]
| master | synthesis | layout |
|---|---|---|
| o21a_1 | 9 | 9 |
| nor2_1 | 107 | 99 |
| inv_2 | 9 | 16 |
| and3_1 | 9 | 9 |
| o21ai_1 | 5 | 17 |
| nor3_1 | 24 | 23 |
| nand2b_1 | 9 | 8 |
| ha_4 | 0 | 8 |
| xnor3_1 | 15 | 15 |
| buf_4 | 2 | 431 |
| a21oi_2 | 1 | 8 |
| a21oi_1 | 48 | 40 |
| xnor2_1 | 124 | 112 |
| o211ai_1 | 8 | 8 |
| xnor2_2 | 9 | 20 |
| nand2_2 | 0 | 8 |
| o31ai_1 | 12 | 11 |
| and2_1 | 12 | 12 |
| nor4_1 | 8 | 8 |
| ha_1 | 40 | 31 |
| inv_1 | 61 | 54 |
| clkdlybuf4s50_1 | 0 | 47 |
| nand3_1 | 38 | 35 |
| xor2_1 | 47 | 39 |
| o21ai_0 | 51 | 32 |
| nand2_1 | 111 | 99 |
| mux2i_1 | 14 | 13 |
| a31oi_1 | 16 | 16 |
| or2_2 | 12 | 10 |
| xor2_2 | 4 | 10 |
| dfrtp_1 | 49 | 49 |
[timing repair]
item,CTS,global route
resized,58,26
setup endpoints to repair,7,7
buffers inserted,31,10
pin swaps,47,34
