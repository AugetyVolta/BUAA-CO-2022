`config.mk`:
```
export PLATFORM = sky130hd
export DESIGN_NAME = TC
export DESIGN_NICKNAME = TC
export VERILOG_FILES = /design/flow/design.v
export SDC_FILE = /design/flow/constraint.sdc
export NUM_CORES = 4
export LEC_CHECK = 1
export CORE_UTILIZATION = 50
```
`constraint.sdc`:
```
current_design TC

set clk_period 9.8
set clk_io_pct 0.2

create_clock -name clk0 -period $clk_period [get_ports {clk}]

set non_clock_inputs [all_inputs -no_clocks]
set_input_delay [expr $clk_period * $clk_io_pct] -clock clk0 $non_clock_inputs
set_output_delay [expr $clk_period * $clk_io_pct] -clock clk0 [all_outputs]
```
`design.v`:
```
`timescale 1ns / 1ps
module TC(
    input clk,
    input reset,
    input [31:2] Addr,
    input WE,
    input [31:0] Din,
    output [31:0] Dout,
    output IRQ
    );
	reg [1:0] state;
	reg [31:0] mem [2:0];
	reg _IRQ;
	assign IRQ = mem[0][3] & _IRQ;
	assign Dout = mem[Addr[3:2]];
	wire [31:0] load = Addr[3:2] == 0 ? {28'h0, Din[3:0]} : Din;
	integer i;
	always @(posedge clk) begin
		if(reset) begin
			state <= 0; 
			for(i = 0; i < 3; i = i+1) mem[i] <= 0;
			_IRQ <= 0;
		end
		else if(WE) begin
			mem[Addr[3:2]] <= load;
		end
		else begin
			case(state)
				2'b00 : if(mem[0][0]) begin
					state <= 2'b01;
					_IRQ <= 1'b0;
				end
				2'b01 : begin
					mem[2] <= mem[1];
					state <= 2'b10;
				end
				2'b10  : 
					if(mem[0][0]) begin
						if(mem[2] > 1) mem[2] <= mem[2]-1;
						else begin
							mem[2] <= 0;
							state <= 2'b11;
							_IRQ <= 1'b1;
						end
					end
					else state <= 2'b00;
				default : begin
					if(mem[0][2:1] == 2'b00) mem[0][0] <= 1'b0;
					else _IRQ <= 1'b0;
					state <= 2'b00;
				end
			endcase
		end
	end
endmodule
```
`run.sh`:
```
#!/bin/bash
# OpenROAD 26Q1-2900-gdf79404cd8, Yosys 0.63+post, stock flow scripts
make -C /OpenROAD-flow-scripts/flow DESIGN_CONFIG=/design/flow/config.mk WORK_HOME=/design/flow/orfs finish
```
==> Changelog: implementation <==
### Physical design

- Cts repair resizes: 0
- Die span in y: 119 µm
- GPL Wtd Cong: 0.879
- # IOs: 98
- CP cell instances: buf_2 > buf_4 > mux4_2 > clkdlybuf4s50_1
- Post-synth area hogs: edfxtp_1, mux4_2, nor2_1, xor2_1, nand2_1
- Leakage: 3.10 nW
- Start point of the worst hold path: state[3]
- Ys async rst share: 0
- Slew headroom: 0.455
- Seq share, synth: 0.580
- Dominant combinational family: simple AND/OR/NAND/NOR gates
- Core area: 13200 µm²
- Final Critical Period: 5670 ps
- Top cell area share: 0.566
- CTS tree: done
- PD cells: 168 nW/µm²
- Filler cell count: 1059
- Arrival time at the worst endpoint: 3710 ps
- Simple share: 0.187
- Die X: 119 µm
- CTS Buffer Depth: 2
- Hold Violations, Final: 0
- Power Internal: 1.08 mW
- Final worst slack: 4130 ps
- Area leader, netlist: edfxtp_1
- Synth cell types: 54
- Clk latency late pin: 420 ps
- I/O Buffers: 69
- Total Routing Usage GR: 0.295
- Mapped Area: 6800 µm²
- Warnings, synthesis: 1
- Layout area overhead: 22.7%
- Largest net degree at the start of global routing: 40
- Initial antenna violation count: 0
- Hold_buf cts: 0
- Diodes inserted: 0
- Global-route wire length before repair: 28200 µm
- Run status: completed
- Clock-pin slew on the worst setup and hold paths: 50 ps
- Fin crit share: 0.578
- R2R Path Start: mem[2][5]
- Setup crit end kind: output pin
- # setup viols final: 0
- Setup bufs post-CTS: 0
- Die area: 14100 µm²
- Final Util: 0.630
- Avg Inst Size Synth: 12.3 µm²
- Routed via count: 4975
- Setup_tns: 0 ps
- Vias in the first global route: 5306
- DRC viols: 0
- First-pass DRT Iterations: 5
- Crit path kind: in -> out
- Drt total wl: 18000 µm
- CTS Buf Count: 17
- Standard-cell rows: 42
- Initial DRC count: 334
- DP HPWL: 10700 µm
- Post-synth regs: 133
- Fmax: 0.176 GHz
- Max Slew Vio Count: 0
- Ao+oa area frac: 0.0602
- Logic pwr share: 0.112
- Min-Delay Path Class: reg -> reg
- Logic area: 2810 µm²
- Skew final: 5.78 ps
- Worst vdd ir: 0.000119 V
- Crit path launch type: input pin
- Drt wl/cell: 21.6 µm
- Syn Inst Count: 552
- Post-synth EDFFs: 128
- Chip Area, Yosys: 6800 µm²
- Share of layout cells above drive strength 1: 0.150
- Root buf cell: clkbuf_16
- Vias/cell: 5.95
- Unrepaired setup endpoints after global routing: false
- Buf+Inv Stages, Crit Path: 3
- Remaining Overflow, GRT: 0
- Top Family by Delay on Critical Path: buffers and inverters
- Synth Flop Type: edfxtp_1
- Critical path's slowest cell: mux4_2
- CTS Sinks: 133
- Xor/xnor share: 0.0348
- Tally of OpenROAD warnings: 55
- Crit path max fanout: 37
- Net switching power: 0.320 mW
- Sequential share of power: 0.484
- FP Util: 0.513
- Synth mux share: 0.108
- Adder-cell share of the synthesized area: 0.00368
- Worst setup startpoint: Addr[2]
- Antenna viol nets, final: 0
- Maxcap violations: 0
- Flop2flop setup slack: 6930 ps
- Worst Path Required: 7840 ps
- Yosys Instances: 552
- Pre-CTS setup slack: 4090 ps
- H-Tree Level Count: 4
- Design Power: 1.40 mW
- Final hold slack: 449 ps
- CP max stage delay: 640 ps
- Sw Ratio: 0.228
- Sequential cell area: 3940 µm²
- Worst-margin pin slew: 811 ps
- Clock share of power: 0.403
[cells by family after synthesis]
family,count (synthesis)
mux,33
fa+ha+maj,2
compound gates,58
xor+xnor,27
other cells,1
buf+inv,45
simple gates,253
flops,133
[registers in the layout (all words and copies together), names as in the netlist]
register / count
mem: 128
_IRQ: 1
state: 4
[Yosys cell counts, drive strengths merged (5+ instances only)]
| cell type | n |
|---|---|
| edfxtp | 128 |
| nor2 | 82 |
| nand2 | 43 |
| mux4 | 32 |
| clkbuf | 31 |
| nand3 | 30 |
| nor3 | 24 |
| a21oi | 20 |
| xor2 | 19 |
| nor4 | 18 |
| and2 | 14 |
| and3 | 12 |
| a221oi | 9 |
| inv | 8 |
| xnor2 | 8 |
| buf | 6 |
| o21ai | 6 |
| or2 | 6 |
| or3 | 6 |
| or4 | 6 |
| dfxtp | 5 |
[worst paths after layout]
kind | end | cells past startpoint
max | Dout[22] | 4
min | state[3] | 2
max reg2reg | mem[2][28] | 6
min reg2reg | state[3] | 2
[layer usage]
layer | vias up | wire length (µm) | global-route usage
met5 | - | 0 | 0.0221
met4 | 0 | 398 | 0.0570
met3 | 26 | 2200 | 0.151
met2 | 292 | 8440 | 0.432
met1 | 2390 | 7000 | 0.435
li1 | 2267 | - | -
[power groups by stage]
stage	Clock [mW]	Sequential [mW]	Combinational, mW
CTS	0.576	0.678	0.159
global route	0.600	0.682	0.172
finish	0.565	0.678	0.158
[worst register-to-register path: cells and delay by family (launching register included)]
family | cells | cell delay (ps)
flops | 1 | 460
compound gates | 1 | 370
xor+xnor | 1 | 120
simple gates | 4 | 1680
[cells in the final DEF, fill, tap and decap left out, drive strengths merged, types with 2 or more instances in the layout]
| master | n |
|---|---|
| or2 | 6 |
| conb | 28 |
| a221oi | 9 |
| o31ai | 2 |
| o211ai | 3 |
| xnor2 | 8 |
| clkbuf | 18 |
| or3 | 6 |
| xor2 | 19 |
| a21oi | 20 |
| nor4 | 18 |
| and2 | 14 |
| inv | 8 |
| and3 | 12 |
| nand2 | 43 |
| edfxtp | 128 |
| and4 | 2 |
| clkdlybuf4s50 | 67 |
| or4 | 6 |
| dfxtp | 5 |
| nand3 | 30 |
| a32o | 2 |
| ha | 2 |
| o21ai | 6 |
| a31oi | 4 |
| nor2 | 82 |
| nand2b | 3 |
| clkinv | 12 |
| nand4 | 4 |
| mux4 | 32 |
| buf | 19 |
| nor3 | 24 |
[layout make-up]
cell class	count	share of cell area
Tap cell	176	0.0264
Sequential cell	133	0.473
Inverter	8	0.00360
Clock inverter	14	0.0113
Timing Repair Buffer	86	0.0970
Clock buffer	18	0.0515
Multi-Input combinational cell	401	0.337
[stage by stage]
| step | instance area (µm²) | instances |
|---|---|---|
| after floorplan | 6900 | 579 |
| after global placement | 7810 | 804 |
| after detailed placement | 7810 | 804 |
| after CTS | 8340 | 836 |
| after global routing | 8340 | 836 |
| final | 8340 | 836 |
No activity file was given, so power comes from the tool's default toggle rates.
