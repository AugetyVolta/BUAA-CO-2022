==> flow/design.v <==
module cpu_checker(
    input clk,
    input reset,
    input [7:0] char,
    output [1:0] format_type
  );
  reg [3:0] state;
  integer dexcnt=0; 
  integer hexcnt=0; 
  integer spacecnt=0;
  integer flag; 
  initial
  begin
    state=4'd0;
  end
  always @(posedge clk)
  begin
    if(reset==1)
    begin
      state=4'd0;
      spacecnt=0;
      hexcnt=0;
      dexcnt=0;
    end
    else
    begin
      case(state)
        4'd0:
        begin 
          if(char=="^") 
            state=4'd1;
        end
        4'd1:
        begin 
          if(char>=8'd48&&char<=8'd57)
          begin
            dexcnt=dexcnt+1;
            if(dexcnt>4)
            begin
              state=4'd0;
              dexcnt=0;
            end
          end
          else if(char==8'd64)
          begin
            if(dexcnt>=1&&dexcnt<=4)
            begin
              state=4'd2;
              dexcnt=0;
            end
          end
          else if(char==8'd94)
          begin
            dexcnt=0;
            state=4'd1;
          end
          else
          begin
            state=4'd0;
            dexcnt=0;
          end
        end
        4'd2:
        begin 
          if (char>=8'd48&&char<=8'd57||char>=8'd97&&char<=8'd102)
          begin
            hexcnt=hexcnt+1;
            if(hexcnt>8)
            begin
              hexcnt=0;
              state=4'd0;
            end
          end
          else if(char==":")
          begin
            if(hexcnt==8)
            begin
              hexcnt=0;
              state=4'd3;
            end
            else
            begin
              hexcnt=0;
              state=4'd0;
            end
          end
          else if(char=="^")
          begin
            hexcnt=0;
            state=4'd1;
          end
           else begin
             hexcnt=0;
             state=4'd0;
           end
        end
        4'd3:
        begin 
          if(char=="$"||char=="*")
          begin
            if(char=="$")
              flag=0;
            else
              flag=1;
            state=4'd4;
          end
          else if(char==" ")
            state=4'd3;
          else if(char=="^")
            state=4'd1;
          else
          begin
            state=4'd0;
          end
        end
        4'd4:
        begin 
          if(flag==0)
          begin
            if(char>=8'd48&&char<=8'd57&&spacecnt==0)
            begin
              dexcnt=dexcnt+1;
              if(dexcnt>4)
              begin
                state=4'd0;
                dexcnt=0;
              end
            end
            else if(char==" ")
            begin
              if(dexcnt>=1&&dexcnt<=4)
              begin
                spacecnt=spacecnt+1;
                state=4'd4;
              end
              else
              begin
                spacecnt=0;
                dexcnt=0;
                state=4'd0;
              end
            end
            else if(char=="<"&&dexcnt>=1&&dexcnt<=4)
            begin
              dexcnt=0;
              spacecnt=0;
              state=4'd5;
            end
            else if(char=="^")
            begin
              dexcnt=0;
              spacecnt=0;
              state=4'd1;
            end
            else
            begin
              dexcnt=0;
              spacecnt=0;
              state=4'd0;
            end
          end
          else
          begin
            if((char>=8'd48&&char<=8'd57||char>=8'd97&&char<=8'd102)&&spacecnt==0)
            begin
              hexcnt=hexcnt+1;
              if (hexcnt>8)
              begin
                hexcnt=0;
                spacecnt=0;
                state=4'd0;
              end
            end
            else if(hexcnt==8&&char==" ")
            begin
              spacecnt=spacecnt+1;
              state=4'd4;
            end
            else if(hexcnt==8&&char=="<")
            begin
              state=4'd5;
              spacecnt=0;
              hexcnt=0;
            end
            else if(char=="^")
            begin
              spacecnt=0;
              hexcnt=0;
              state=4'd1;
            end
            else
            begin
              spacecnt=0;
              hexcnt=0;
              state=4'd0;
            end
          end
        end
        4'd5:
        begin 
          if(char=="=")
          begin
            state=4'd6;
          end
          else if(char=="^")
          begin
            state=4'd1;
          end
          else
            state=4'd0;
        end
        4'd6:
        begin
          if(char==" "&&hexcnt==0)
          begin
            spacecnt=spacecnt+1;
            state=4'd6;
          end
          else if(char>=8'd48&&char<=8'd57||char>=8'd97&&char<=8'd102)
          begin
            hexcnt=hexcnt+1;
            if (hexcnt>8)
            begin
              hexcnt=0;
              spacecnt=0;
              state=4'd0;
            end
          end
          else if(char=="#")
          begin
            if(hexcnt==8)
            begin
              state=4'd7;
              hexcnt=0;
              spacecnt=0;
            end
            else
            begin
              state=4'd0;
              hexcnt=0;
              spacecnt=0;
            end
          end
          else if(char=="^")
          begin
            state=4'd1;
            hexcnt=0;
            spacecnt=0;
          end
          else
          begin
            state=4'd0;
            hexcnt=0;
            spacecnt=0;
          end
        end
        4'd7:
        begin
          if(char=="^")
            state=4'd1;
          else
            state=4'd0;
        end
      endcase
    end
  end
  assign format_type=(state==4'd7&&flag==0)?2'b01:(state==4'd7&&flag==1)?2'b10:2'b00;
endmodule
==> flow/run.sh <==
#!/bin/bash
# OpenROAD 26Q1-2900-gdf79404cd8, Yosys 0.63+post, stock flow scripts
make -C /OpenROAD-flow-scripts/flow DESIGN_CONFIG=/design/flow/config.mk WORK_HOME=/design/flow/orfs finish
==> flow/config.mk <==
export PLATFORM = sky130hd
export DESIGN_NAME = cpu_checker
export DESIGN_NICKNAME = cpu_checker
export VERILOG_FILES = /design/flow/design.v
export SDC_FILE = /design/flow/constraint.sdc
export NUM_CORES = 4
export LEC_CHECK = 1
export CORE_UTILIZATION = 30
==> flow/constraint.sdc <==
current_design cpu_checker

set clk_period 7.7
set clk_io_pct 0.2

create_clock -name clk0 -period $clk_period [get_ports {clk}]

set non_clock_inputs [all_inputs -no_clocks]
set_input_delay [expr $clk_period * $clk_io_pct] -clock clk0 $non_clock_inputs
set_output_delay [expr $clk_period * $clk_io_pct] -clock clk0 [all_outputs]
==> flow_metrics.tcl <==
# metrics dict for downstream scripts
set metrics [dict create \
    die_area_mm2 0.0252 \
    cpMaxStageDelayCell "nor4_1" \
    power.net_switching_uw 256 \
    dp_hpwl_um 13500 \
    area_growth_pct 7.66 \
    topCellsByArea "dfxtp_1 (28%), a21oi_1 (5.8%), nand2_1 (5.3%)" \
    grt_pass1_wl_um 32700 \
    antenna_found_initial 0 \
    drive_above_1_share_pct 6.26 \
    cp_cell_sequence "clkdlybuf4s50_1 > or4b_1 > or4_1 > nor4_1 > a21boi_1 > buf_4 > nor2_2 > a21oi_1 > a31o_2 > a21oi_1" \
    wl_met1_um 9860 \
    p_seq_share_pct 51.5 \
    hold_depth 2 \
    slew_headroom_pct 33.0 \
    timing.fmax_mhz 191 \
    highest_layer "met4" \
    rows 56 \
    ys_ff 102 \
    drv_slew 0 \
    postSynthAreaPerCell_um2 7.24 \
    yosysCellCount 1018 \
    grt_pass1_vias 6434 \
    warnings 30 \
    endpoint_kind "flop" \
    finalHoldViolCount 0 \
    vias 7357 \
    edf_count 0 \
    synth.distinct_cells 77 \
    n_antenna_cell 0 \
    fin_crit_ps 5240 \
    fp-utilization_pct 31.0 \
    p_int_uw 766 \
    numCtsBuffers 9 \
    slowest_delay_ps 700 \
    cts_hold_buffers 0 \
    wirelength_um 19600 \
    cts_resized 0 \
    arrival_ps 5530 \
    grt_max_degree 55 \
    cts_tree "built" \
    ys_async_sr_fraction_pct 0 \
    p_sw_share_pct 25.0 \
    postRouteAntennaNets 0 \
    die_h_um 159 \
    crit_type "primary input to flop" \
    fin_tns_setup_ps 0 \
    remaining_drc_errors 0 \
    top_cell_area_share_pct 27.7 \
    core_area_mm2 0.0238 \
    hold_class "flop to flop" \
    synth_chip_area_mm2 0.00737 \
    powerDensity_mw_per_mm2 129 \
    postSynthSeqShare_pct 27.7 \
    cp-start-kind "primary input" \
    routabilityCongestion 0.924 \
    worstHoldEndpoint "spacecnt[31]" \
    clockPowerShare_pct 45.3 \
    combPwrFrac_pct 3.1 \
    numPortBuffers 11 \
    clkLatencyLatePin_ps 370 \
    hold_start "spacecnt[31]" \
    regToRegStartpoint "hexcnt[3]" \
    drt_iter0_markers 678 \
    maxCapViolCount 0 \
    drt-pass1-iter-count 5 \
    cts_setup_buffers 0 \
    dominantRegCellSynth "dfxtp_1" \
    syn_inst 1018 \
    tightest_slew_ps 997 \
    setup_violations 0 \
    root_buffer "clkbuf_16" \
    worst_r2r_endpoint "spacecnt[7]" \
    numClockSinks 102 \
    crit_top_cell "a21oi_1" \
    rsz0062_at_grt "false" \
    power_uw 1020 \
    htreeDepth 3 \
    die_w_um 159 \
    grt_usage_pct 15.5 \
    status "completed" \
    wl_met3_um 1190 \
    synth_area_mm2 0.00737 \
    cp_max_fo 19 \
    peakVddDrop_mv 0.101 \
    worstPathRequired_ps 7990 \
    met2RoutedLength_um 8240 \
    stdcell_count 1310 \
    overflow 0 \
    wire_per_inst_um 15.0 \
    pin_count 12 \
    top_area_cell "dfxtp_1" \
    via_per_inst 5.62 \
    p_leak_uw 0.00251 \
    finClkSkew_ps 12.3 \
    path_clk_slew_ps 80 \
    max-clock-path-buffers 2 \
    yosys_warnings 1 \
    dp_cells 1294 \
    fin_crit_sh_pct 68.0 \
    r2r_cells 9 \
    rrSetupSlack_ps 3580 \
]
## cells in the mapped netlist (all sizes together) (8+ instances only)
| cell type | number |
|---|---|
| a211oi | 9 |
| a21o | 11 |
| a21oi | 85 |
| a31oi | 12 |
| and2 | 12 |
| and3 | 31 |
| and4 | 13 |
| buf | 27 |
| clkbuf | 36 |
| dfxtp | 102 |
| ha | 8 |
| inv | 38 |
| mux2i | 16 |
| nand2 | 105 |
| nand2b | 8 |
| nand3 | 76 |
| nand3b | 9 |
| nand4 | 38 |
| nor2 | 88 |
| nor3 | 40 |
| nor4 | 34 |
| o211ai | 18 |
| o21ai | 48 |
| or2 | 10 |
| or3 | 23 |
| or4 | 10 |
| xnor2 | 18 |
## placed cells by master (no fill, tap or decap), types with 11 or more instances in the layout
master / Yosys / final
and4_1: 13 / 13
nor4_1: 31 / 31
nor2_1: 87 / 86
dfxtp_1: 102 / 102
a21oi_1: 85 / 85
a21o_1: 11 / 11
nand4_1: 37 / 37
inv_1: 38 / 38
and2_1: 12 / 12
o211ai_1: 18 / 18
o21ai_0: 46 / 46
or3_1: 22 / 22
xnor2_1: 18 / 18
nand2_1: 105 / 105
and3_1: 31 / 31
a31oi_1: 12 / 12
mux2i_1: 16 / 16
nor3_1: 39 / 38
nand3_1: 75 / 75
## cells by family after synthesis
logic type / after synthesis / share of synthesized area, %
AND-OR/OR-AND: 248 / 22.1
XOR/XNOR: 24 / 2.85
adder cells (fa/ha/maj): 8 / 1.36
buffers and inverters: 101 / 6.11
flip-flops: 102 / 27.7
multiplexers: 17 / 2.33
AND/OR/NAND/NOR: 518 / 37.6
## state kept, by name (all words and copies together) (netlist names)
| register | flops |
|---|---|
| dexcnt | 32 |
| hexcnt | 32 |
| flag | 2 |
| spacecnt | 32 |
| state | 4 |
## how the worst max path moves through the flow
stage	startpoint	end	slack (ps)
finish	char[4]	spacecnt[20]	2460
global route	char[4]	spacecnt[20]	2310
CTS	char[4]	spacecnt[20]	2520
## through the flow
stage | utilization [%] | hold WS (ps) | cell area, µm² | setup WS [ps]
floorplan | - | 449 | 7370 | 3440
global placement | 32.2 | 466 | 7640 | 2220
detailed placement | 32.2 | 478 | 7640 | 2160
CTS | 33.4 | 491 | 7930 | 2520
global route | 33.4 | 518 | 7930 | 2310
finish | 33.4 | 488 | 7930 | 2460
## layout make-up
| type | count | area, µm² |
|---|---|---|
| Inverter | 38 | 143 |
| Multi-Input combinational cell | 815 | 4890 |
| Clock inverter | 7 | 65.1 |
| Timing Repair Buffer | 20 | 173 |
| Fill cell | 2494 | 15800 |
| Sequential cell | 102 | 2040 |
| Clock buffer | 9 | 225 |
| Tap cell | 319 | 399 |
## layer usage
metal,vias up,global-route usage (%)
met5,-,0
met3,22,2.08
met1,3404,24.5
li1,3722,-
met4,0,2.47
met2,209,22.9
## power by group through the flow
stage | clock network, µW | registers (µW) | logic [µW]
4_1_cts | 479 | 527 | 31.8
5_1_grt | 498 | 527 | 35.1
6_report | 464 | 527 | 31.9
## worst max-delay path: cells and delay by family
kind	cells	cell delay, ps
buffers and inverters	2	700
AOI/OAI and AO/OA	4	630
and+or+nand+nor	4	2660
No activity file was given, so power comes from the tool's default toggle rates.
